===== design/flow/design.v =====
`timescale 1ns/1ns
module alu( y, opcode, b, a);
  output reg [7:0] y;
  input [2:0] opcode;  
  input [2:0] b, a;    
  always@(*)   
  begin
    case( opcode )
      3'd0:  y = b + a;   
      3'd1: y = b - a;   
      3'd2:   y = b & a;   
      3'd3:    y = b | a;   
      3'd4:   y = ~a;      
      default:   y = 8'hx;    
    endcase
  end
endmodule

===== design/flow/constraint.sdc =====
current_design alu

set clk_period 2.1
set clk_io_pct 0.2

create_clock -name clk0 -period $clk_period

set non_clock_inputs [all_inputs -no_clocks]
set_input_delay [expr $clk_period * $clk_io_pct] -clock clk0 $non_clock_inputs
set_output_delay [expr $clk_period * $clk_io_pct] -clock clk0 [all_outputs]

===== design/flow/run.sh =====
#!/bin/bash
# OpenROAD 26Q1-2900-gdf79404cd8, Yosys 0.63+post, stock flow scripts
make -C /OpenROAD-flow-scripts/flow DESIGN_CONFIG=/design/flow/config.mk WORK_HOME=/design/flow/orfs finish

===== design/flow/config.mk =====
export PLATFORM = sky130hd
export DESIGN_NAME = alu
export DESIGN_NICKNAME = alu
export VERILOG_FILES = /design/flow/design.v
export SDC_FILE = /design/flow/constraint.sdc
export NUM_CORES = 4
export LEC_CHECK = 1
export CORE_AREA = 10 10 70 70
export DIE_AREA = 0 0 80 80

==> results.txt <==
Results of the full flow below.

Yosys:
- By area the synthesized netlist is led by sky130_fd_sc_hd__ha_1 23%, sky130_fd_sc_hd__fa_1 8.0%, sky130_fd_sc_hd__inv_1 6.8%.
- The run gives the fraction of the yosys area taken by sequential cells as 0%.
- The run gives the synthesis area per yosys as 500 um2.
- The run puts the synthesized netlist cell count at between 60 and 70.
- The run gives the count of instantiated cells in the yosys netlist as 66.
- The run puts the share of the synthesized area in the top cell type at between 20% and 30%.
- The run gives the cell type contributing the most total cell area after synthesis as sky130_fd_sc_hd__ha_1.
- The run gives the summed instance area of the synthesized netlist as 500 um2.
- By count the netlist is led by 9 x sky130_fd_sc_hd__ha_1, 9 x sky130_fd_sc_hd__inv_1, 4 x sky130_fd_sc_hd__a21oi_1, 4 x sky130_fd_sc_hd__nand2_1, 4 x sky130_fd_sc_hd__nand2b_1.
- Averaged over all synthesized cells, the footprint is roughly 7.6 um2.
- The run puts the tally of yosys warning messages at 1.
- The number of different library cells used by synthesis comes to 30.

Worst setup path:
- The OpenROAD report gives the critical path a required time of 1680 ps.
- The run gives the type of the worst setup path as in2out.
- The run gives the arrival time at the worst endpoint as roughly 1900 ps.
- The run gives the launching element type of the critical path as a primary input.
- STA classifies the critical path endpoint as an output pin.
- The run puts the maximum fanout count along the critical path at 2.

Hold path:
- The run gives the source of the worst hold timing path as a[1].
- The run gives the class of the worst hold path as in2out.
- The report gives the cell count of the worst hold path as 5.
- In the hold report, the worst path ends at y[1].

Final layout:
- The run puts the area used by sequential logic in the layout at 0 um2.
- The run puts the number of clock-tree buffers in the layout at 0.
- The run gives the number of flip-flops and latches as 0.
- The run gives the proportion of layout cells with a drive suffix above 1 as 57.8%.
- The final report lists a non-filler cell total of 155.
- The area growth from synthesis to layout is 100%.

Route:
- The run puts the total detailed-routing wirelength at 1590 um.
- In this run the remaining antenna-violating nets after routing total 0.
- The run gives the first-pass detailed-route iteration total as 4.
- TritonRoute reported its final design rule violation total as 0.
- The run gives the via-per-instance ratio as 3.97.
- The run puts the total inserted antenna cells at 0.
- The routed layout has just over 600 vias.
- The run puts the violation count after the first detailed-routing iteration at 30.
- The run gives the routed length per placed instance as 10.3 um.

Power:
- Looking at the VDD voltage map, the peak drop is 0.0321 mV.
- The run gives the leakage power total as 0.472 nW.
- The flow reported a cell area power density of 199 mW/mm2.
- The run puts the overall power after layout at 0.000199 W.

Run:
- The run puts the number of max-capacitance violations reported at 0.
- The logs give a warning total of roughly 40.

Timing:
- The run gives the portion of the clock cycle consumed by the worst path in the final layout as 108%.
- The worst path in the final design needs a cycle of around 2300 ps, including I/O delays and setup.
- The run puts the final worst-path setup slack at -169 ps.
- The slew check shows that the tightest pin keeps a relative margin of 81.4%.
- The run puts the final tally of max-slew violations at 0.
- The final timing report lists a hold violation count of 0.
- The run gives the count of endpoints failing setup in the final report as 5.
- Setup repair after global routing could not meet its margin everywhere.
- The run puts the pin slew with the least headroom to its limit at 279 ps.
- The run puts the fmax at 0.441 GHz.

Run status:
- The checks that failed: negative setup slack.
- The flow ran to the end, but the final reports show violations.

CTS:
- The run gives the hold-fix buffer count after cts as 0.

Die:
- The run puts the initial standard-cell utilization of the core at about 15%.
- The floorplan step defined a core boundary enclosing 0.00342 mm2.
- The run gives the chip area as 0.00640 mm2.
- The initialized floorplan defines 21 standard-cell rows.
- The run puts the boundary pin count at 17.
- The run gives the die extent in x as 80 um.
- Per the OpenROAD floorplan log, the height of the die is 80 um.

Place:
- The run puts the routability congestion estimate at between 0.8 and 0.9.
- The buffer_ports step reported a buffer count of 17.
- For this run the detailed placement stage logged an HPWL of between 1000 and 1500 um.
- The run puts the worst setup slack after placement at -999 ps.
- The run puts the placed instance count at 144.

Global route:
- The number of global-route vias before repair was slightly below 600.
- The run gives the global router's overall resource usage as 4.63%.
- The run gives the met1 track demand over resource in global routing as under 10%.
- Entering global routing, the biggest net connects 9 pins.
- Summed over all layers, the global routing overflow is 0.
- The run gives the global-route track usage on met3 as less than 1%.
- The global routing stage identified its most utilized layer as met2.
- The run puts the initial antenna violation count at 0.
- The run puts the met2 usage in global routing at ~7.9%.
- The run puts the wire length of the first global-routing pass at 2520 um.
-- repair_timing --
action                     CTS  global route
gates cloned                 1             0
buffers inserted             9             1
resized                     55            13
pin swaps                   14            12
setup endpoints to repair    8             7
-- where the power goes --
group,internal [W],switching [W]
Sequential,0,0
Combinational,0.000117,0.0000822
Clock,0,0
-- how the worst max path moves through the flow --
stage	start	end	slack (ps)	cells past startpoint
6_report	b[0]	y[1]	-170	9
5_1_grt	b[0]	y[1]	-270	9
4_1_cts	b[0]	y[1]	-230	9
-- through the flow --
step           util (%)  area [um2]  setup TNS [ps]  hold slack, ps
5_1_grt            29.3        1000           -1000            1440
3_3_place_gp       24.7         842           -6610            2040
3_5_place_dp       24.7         842           -6630            2040
6_report           29.3        1000            -554            1390
4_1_cts            28.4         970           -1210            1440
2_1_floorplan         -         500               0             981
-- critical path, stage by stage --
cell and delay, ps:
sky130_fd_sc_hd__buf_6 100, sky130_fd_sc_hd__inv_4 50, sky130_fd_sc_hd__ha_4 130, sky130_fd_sc_hd__inv_2 40
sky130_fd_sc_hd__fa_2 520, sky130_fd_sc_hd__nand2b_1 70, sky130_fd_sc_hd__a311oi_2 260, sky130_fd_sc_hd__a2bb2oi_2 150
sky130_fd_sc_hd__buf_2 100
-- logic make-up (layout without fill, tap and decap cells) --
kind of cell	after synthesis	count (layout)	share of synthesized area (%)
adders and majority gates	11	11	30.5
xor gates and xnor gates	3	3	5.25
and+or+nand+nor	17	17	19.2
AOI/OAI and AO/OA	19	19	28.8
buffers and inverters	16	59	16.2
-- per-layer routing --
| layer | up-vias | routed length (um) |
|---|---|---|
| li1 | 314 | - |
| met1 | 292 | 721 |
| met2 | 9 | 766 |
| met3 | 0 | 106 |
| met4 | 0 | 0 |
| met5 | - | 0 |
-- area by class of cell --
class	instances	area [um2]
multi-input combinational	50	518
tap	46	57.6
inverter	10	42.5
fill	356	2410
timing repair buffer	49	384
-- cells in the final DEF (no fill, tap or decap), drive strengths merged, types with 2 or more instances in the layout --
cell	synthesis	layout
inv	10	10
nor2	3	3
fa	2	2
o211ai	2	2
a21oi	4	4
xor2	2	2
buf	6	38
a2bb2oi	2	2
a311oi	2	2
nand2b	4	4
o21ai	2	2
dlygate4sd2	0	9
ha	9	9
nor3b	2	2
nand2	4	4
Power and IR drop assume default switching activity.
